==> flow/config.mk <==
export PLATFORM = sky130hd
export DESIGN_NAME = array
export DESIGN_NICKNAME = array
export VERILOG_FILES = /design/flow/design.v
export SDC_FILE = /design/flow/constraint.sdc
export NUM_CORES = 4
export LEC_CHECK = 1
export CORE_UTILIZATION = 50
==> flow/constraint.sdc <==
current_design array

set clk_period 40.4
set clk_io_pct 0.2

create_clock -name clk0 -period $clk_period

set non_clock_inputs [all_inputs -no_clocks]
set_input_delay [expr $clk_period * $clk_io_pct] -clock clk0 $non_clock_inputs
set_output_delay [expr $clk_period * $clk_io_pct] -clock clk0 [all_outputs]
==> flow/design.v <==
module FullAdder(a,b,cin,sum,cout);
input a,b,cin;
output sum,cout;
assign sum = a ^ b ^ cin;
assign cout = ((a^b)&cin) | (a&b) ;
endmodule
module array(a,b,p);
parameter N = 16;
parameter M = 16;
input [N-1:0] a;
input [M-1:0] b;
output [M+N-1:0] p;
genvar i,j;
generate
    wire [M*N-1:0] w;
    for(i=0;i<M;i=i+1)
    begin :loop1
    for(j=0;j<N;j=j+1)
    begin :loop2
        and(w[i*N+j],a[j],b[i]);
    end
    end
endgenerate
genvar k;
generate
    for(k=1;k<N;k=k+1)
    begin: S
    wire [31:0] sum1,sum2,sout,temp;
    wire cout,cin;
    if(k==1)
        begin
            assign sum1=w[N-1:0];
            assign sum2={w[(2*N)-1:N],1'b0};
            FullAdder32bit FA(sum1,sum2,1'b0,sout,cout);
            assign cin=cout;
        end
    else
        begin
            assign sum1=S[k-1].sout;
            assign temp=w[((k+1)*N)-1:(k)*N];
            assign sum2=temp<<k;
            FullAdder32bit FA(sum1,sum2,S[k-1].cin,sout,cout);
            assign cin=cout;
            if(k==N-1)
                begin
                    assign p=sout;
                end
        end
    end
endgenerate
endmodule
module FullAdder4bit(A,B,Cin,Sum,Cout);
 	input [3:0]A,B;
    input Cin;
    output [3:0]Sum;
    output Cout;
	wire carry0;
	wire carry1;
	wire carry2;
FullAdder FA0(A[0],B[0],Cin,Sum[0],carry0);
FullAdder FA1(A[1],B[1],carry0,Sum[1],carry1);
FullAdder FA2(A[2],B[2],carry1,Sum[2],carry2);
FullAdder FA3(A[3],B[3],carry2,Sum[3],Cout);
endmodule
module FullAdder16bit(A,B,Cin,Sum,Cout);
    input [15:0]A,B;
    input Cin;
    output[15:0]Sum;
    output Cout;
	wire carry3;
	wire carry7;
	wire carry11;
FullAdder4bit FA40(
	A[3:0],
	B[3:0],
	Cin,
	Sum[3:0],
	carry3
);
FullAdder4bit FA41(
	A[7:4],
	B[7:4],
	carry3,
	Sum[7:4],
	carry7
);
FullAdder4bit FA42(
	A[11:8],
	B[11:8],
	carry7,
	Sum[11:8],
	carry11
);
FullAdder4bit FA43(
	A[15:12],
	B[15:12],
	carry11,
	Sum[15:12],
	Cout
);
endmodule
module FullAdder32bit(
    input [31:0]A,B,
    input Cin,
    output [31:0]Sum,
    output Cout
    );
	 wire carry15;
FullAdder16bit FA160(
	.A(A[15:0]),
	.B(B[15:0]),
	.Cin(Cin),
	.Sum(Sum[15:0]),
	.Cout(carry15)
);
FullAdder16bit FA161(
	.A(A[31:16]),
	.B(B[31:16]),
	.Cin(carry15),
	.Sum(Sum[31:16]),
	.Cout(Cout)
);
endmodule
==> flow/run.sh <==
#!/bin/bash
# OpenROAD 26Q1-2900-gdf79404cd8, Yosys 0.63+post, stock flow scripts
make -C /OpenROAD-flow-scripts/flow DESIGN_CONFIG=/design/flow/config.mk WORK_HOME=/design/flow/orfs finish
==> impl_metrics.xml <==
<?xml version="1.0" encoding="UTF-8"?>
<metrics>
  <group name="status">
    <metric name="result_of_the_run" unit="">completed</metric>
  </group>
  <group name="timing">
    <metric name="max_clock_freq" unit="GHz">0.0274</metric>
    <metric name="report.final.hold_viol_count" unit="">0</metric>
    <metric name="max_slew.worst_pin.slew" unit="ns">0.531</metric>
    <metric name="finalWorstPathRequiredPeriod" unit="ns">36.48</metric>
    <metric name="timing.final.setup_violations" unit="">0</metric>
    <metric name="rsz0062_at_grt" unit="">false</metric>
    <metric name="timing.setup.tns" unit="ns">0</metric>
    <metric name="slew_headroom" unit="%">64.5</metric>
    <metric name="timing_max_transition_violations_final" unit="">0</metric>
    <metric name="final.setup.worst_slack" unit="ns">3.92</metric>
    <metric name="min_period_over_period" unit="%">90.3</metric>
  </group>
  <group name="global_route">
    <metric name="grt_util_all_layers" unit="%">15.0</metric>
    <metric name="grt_pass1_wl" unit="mm">17.3</metric>
    <metric name="antenna_violations_before_repair" unit="">0</metric>
    <metric name="pin_count_of_the_biggest_net_entering_global_routing" unit="">17</metric>
    <metric name="overflow" unit="">0</metric>
    <metric name="first_global_vias" unit="">4370</metric>
  </group>
  <group name="floorplanning">
    <metric name="floorplan.die.height" unit="um">120</metric>
    <metric name="dieWidth" unit="um">120</metric>
    <metric name="design.portCount" unit="">64</metric>
    <metric name="fp.coreArea" unit="mm2">0.0135</metric>
    <metric name="initCoreUtil" unit="%">52.0</metric>
    <metric name="fp-row-count" unit="">42</metric>
    <metric name="chip_area" unit="mm2">0.0145</metric>
  </group>
  <group name="critical_path">
    <metric name="largest_stage_delay_on_the_critical_path" unit="ns">0.64</metric>
    <metric name="timing.critical_path.buf_inv" unit="">8</metric>
    <metric name="crit_family" unit="">adder cells</metric>
    <metric name="worst_setup_ep_type" unit="">output pin</metric>
    <metric name="arrival" unit="ns">28.40</metric>
    <metric name="worst_setup_sp_type" unit="">input pin</metric>
    <metric name="crit_type" unit="">input pin to output pin</metric>
    <metric name="critical_path.max_fanout" unit="">16</metric>
    <metric name="critical-path-slowest-cell" unit="">clkdlybuf4s50_1</metric>
    <metric name="critical_path_required" unit="ns">32.32</metric>
    <metric name="worst_path_most_repeated_cell" unit="">fa_1</metric>
  </group>
  <group name="logic_synthesis">
    <metric name="count_of_different_cell_masters_after_synthesis" unit="">7</metric>
    <metric name="synth_area" unit="mm2">0.00699</metric>
    <metric name="yosys_area" unit="mm2">0.00699</metric>
    <metric name="yosys_warnings" unit="">0</metric>
    <metric name="synth.avg_cell_area" unit="um2">11.2</metric>
    <metric name="synth_stat.cells" unit="">623</metric>
    <metric name="synth-seq-area-share" unit="%">0</metric>
    <metric name="postSynthCellCount" unit="">623</metric>
  </group>
  <group name="final_layout">
    <metric name="finished_layout_cells" unit="">799</metric>
    <metric name="seq_area" unit="um2">0</metric>
    <metric name="seq_cell_count" unit="">0</metric>
    <metric name="area_growth_syn_to_layout" unit="%">4.74</metric>
    <metric name="layout-drive-gt1-share" unit="%">0</metric>
    <metric name="final.clkbuf_count" unit="">0</metric>
  </group>
  <group name="drt">
    <metric name="route.final.wire_length" unit="mm">7.94</metric>
    <metric name="drt_iter0_drc" unit="">35</metric>
    <metric name="wl_per_cell" unit="um">9.94</metric>
    <metric name="first_pass_iters" unit="">3</metric>
    <metric name="via_per_inst" unit="">4.67</metric>
    <metric name="drtAntennaViolNets" unit="">0</metric>
    <metric name="route.antenna.diode_count" unit="">0</metric>
    <metric name="vias" unit="">3728</metric>
    <metric name="drt_drc_violations_left" unit="">0</metric>
  </group>
  <group name="job">
    <metric name="drv.max_cap_violation_count" unit="">0</metric>
    <metric name="tool_warnings" unit="">32</metric>
  </group>
  <group name="cts">
    <metric name="cts_post_setup_buffers_inserted" unit="">0</metric>
    <metric name="cts.hold.buffers_added" unit="">0</metric>
    <metric name="cts_resized" unit="">0</metric>
  </group>
  <group name="placed_design">
    <metric name="port-buffer-count" unit="">64</metric>
    <metric name="placedCellCount" unit="">799</metric>
    <metric name="place_congestion" unit="">0.735</metric>
    <metric name="preCtsSetupSlack" unit="ns">3.72</metric>
    <metric name="place_hpwl" unit="mm">8.44</metric>
  </group>
  <group name="worst_hold_path">
    <metric name="worstHoldStart" unit="">a[0]</metric>
    <metric name="whs_endpoint" unit="">p[0]</metric>
    <metric name="hold_path_depth" unit="">3</metric>
    <metric name="hold_class" unit="">input pin to output pin</metric>
  </group>
</metrics>
-- final cells by class --
cell class	count	area (um2)
Inverter	63	236
Fill cell	1208	6130
Timing Repair Buffer	64	641
Multi-Input combinational cell	496	6230
Tap cell	176	220
-- per-stage QoR --
stage | utilization [%] | cell area (um2) | hold WS [ns]
after global placement | 54.4 | 7320 | 17.44
after floorplan | - | 6990 | 16.44
after detailed placement | 54.4 | 7320 | 17.46
after CTS | 54.4 | 7320 | 17.46
final | 54.4 | 7320 | 17.44
after global routing | 54.4 | 7320 | 17.55
-- cell usage after synthesis --
library cell  number  area [um2]
nand2_1           24        90.1
buf_4             51         383
buf_6             13         146
and2_1           232        1450
inv_1             63         236
fa_1             224        4480
ha_1              16         200
-- worst max path at each step --
stage | from | to | slack (ns) | cells after the start
CTS | a[1] | p[30] | 3.70 | 55
global route | b[0] | p[30] | 2.90 | 55
finish | b[0] | p[30] | 3.92 | 53
-- tightest hold or removal path, stage by stage --
cell	delay (ns)
clkdlybuf4s50_1	0.62
and2_1	0.27
clkdlybuf4s50_1	0.39
-- cell families (layout without fill, tap and decap cells) --
family	after synthesis	after routing	synth area share (%)
buffers and inverters	127	127	11.0
and+or+nand+nor	256	256	22.0
adders and majority gates	240	240	67.0
-- cell usage in the layout, fill, tap and decap left out --
cell type        netlist  routed
fa_1                 224     224
inv_1                 63      63
ha_1                  16      16
clkdlybuf4s50_1        0      64
nand2_1               24      24
and2_1               232     232
-- routing by layer --
layer | vias to the layer above | track usage, % | share of wire, %
li1 | 1764 | - | -
met4 | 0 | 0 | 0
met3 | 0 | 1.64 | 2.3
met1 | 1923 | 21.2 | 42
met5 | - | 0 | 0
met2 | 41 | 28.2 | 56
