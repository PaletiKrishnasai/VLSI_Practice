$ cat run.sh
#!/bin/bash
# OpenROAD 26Q1-2900-gdf79404cd8, Yosys 0.63+post, stock flow scripts
make -C /OpenROAD-flow-scripts/flow DESIGN_CONFIG=/design/flow/config.mk WORK_HOME=/design/flow/orfs finish
$ cat config.mk
export PLATFORM = sky130hd
export DESIGN_NAME = sklansky
export DESIGN_NICKNAME = sklansky
export VERILOG_FILES = /design/flow/design.v
export SDC_FILE = /design/flow/constraint.sdc
export NUM_CORES = 4
export LEC_CHECK = 1
export CORE_AREA = 10 10 70 70
export DIE_AREA = 0 0 80 80
$ cat constraint.sdc
current_design sklansky

set clk_period 6.4
set clk_io_pct 0.2

create_clock -name clk0 -period $clk_period

set non_clock_inputs [all_inputs -no_clocks]
set_input_delay [expr $clk_period * $clk_io_pct] -clock clk0 $non_clock_inputs
set_output_delay [expr $clk_period * $clk_io_pct] -clock clk0 [all_outputs]
$ cat design.v
module GP(A,B,G,P);
input A,B;
output G,P;
assign G = A&B;
assign P = A^B;
endmodule
module Grey(G4_3,P4_3,G2_2,G4_2);
  input G4_3,P4_3,G2_2;
  output G4_2;
  wire s1 ;
  assign s1 = P4_3 & G2_2;
  assign G4_2=s1 | G4_3;
endmodule
module Black(G6_8,P6_8,G7_10,P7_10,G6_10,P6_10);
  input G6_8,P6_8,G7_10,P7_10;
  output G6_10,P6_10;
  wire s1 ;
  assign s1 = P6_8 & G7_10;
  assign G6_10=s1 | G6_8;
  assign P6_10=P6_8 & P7_10;
endmodule
module sklansky(cin,a,b,S,cout);
input cin;
input [15:0] a;
input [15:0] b;
output [15:0] S;
output cout;
wire [16:0] [16:0] g;
wire [16:0] [16:0] p;
assign g[0][0]=cin;
assign p[0][0]=1'b0;
	GP GP_00(a[0],b[0],g[1][1],p[1][1]);
	GP GP_01(a[1],b[1],g[2][2],p[2][2]);
	GP GP_02(a[2],b[2],g[3][3],p[3][3]);
	GP GP_03(a[3],b[3],g[4][4],p[4][4]);
	GP GP_04(a[4],b[4],g[5][5],p[5][5]);
	GP GP_05(a[5],b[5],g[6][6],p[6][6]);
	GP GP_06(a[6],b[6],g[7][7],p[7][7]);
	GP GP_07(a[7],b[7],g[8][8],p[8][8]);
	GP GP_08(a[8],b[8],g[9][9],p[9][9]);
	GP GP_09(a[9],b[9],g[10][10],p[10][10]);
	GP GP_10(a[10],b[10],g[11][11],p[11][11]);
	GP GP_11(a[11],b[11],g[12][12],p[12][12]);
	GP GP_12(a[12],b[12],g[13][13],p[13][13]);
	GP GP_13(a[13],b[13],g[14][14],p[14][14]);
	GP GP_14(a[14],b[14],g[15][15],p[15][15]);
	GP GP_15(a[15],b[15],g[16][16],p[16][16]);
	Grey cell_1_1(g[1][1],p[1][1],g[0][0],g[1][0]);
	Black cell_1_3(g[3][3],p[3][3],g[2][2],p[2][2],g[3][2],p[3][2]);
	Black cell_1_5(g[5][5],p[5][5],g[4][4],p[4][4],g[5][4],p[5][4]);
	Black cell_1_7(g[7][7],p[7][7],g[6][6],p[6][6],g[7][6],p[7][6]);
	Black cell_1_9(g[9][9],p[9][9],g[8][8],p[8][8],g[9][8],p[9][8]);
	Black cell_1_11(g[11][11],p[11][11],g[10][10],p[10][10],g[11][10],p[11][10]);
	Black cell_1_13(g[13][13],p[13][13],g[12][12],p[12][12],g[13][12],p[13][12]);
	Black cell_1_15(g[15][15],p[15][15],g[14][14],p[14][14],g[15][14],p[15][14]);
	Grey cell_2_2(g[2][2],p[2][2],g[1][0],g[2][0]);
	Grey cell_2_3(g[3][2],p[3][2],g[1][0],g[3][0]);
	Black cell_2_6(g[6][6],p[6][6],g[5][4],p[5][4],g[6][4],p[6][4]);
	Black cell_2_7(g[7][6],p[7][6],g[5][4],p[5][4],g[7][4],p[7][4]);
	Black cell_2_10(g[10][10],p[10][10],g[9][8],p[9][8],g[10][8],p[10][8]);
	Black cell_2_11(g[11][10],p[11][10],g[9][8],p[9][8],g[11][8],p[11][8]);
	Black cell_2_14(g[14][14],p[14][14],g[13][12],p[13][12],g[14][12],p[14][12]);
	Black cell_2_15(g[15][14],p[15][14],g[13][12],p[13][12],g[15][12],p[15][12]);
	Grey cell_3_4(g[4][4],p[4][4],g[3][0],g[4][0]);
	Grey cell_3_5(g[5][4],p[5][4],g[3][0],g[5][0]);
	Grey cell_3_6(g[6][4],p[6][4],g[3][0],g[6][0]);
	Grey cell_3_7(g[7][4],p[7][4],g[3][0],g[7][0]);
	Black cell_3_12(g[12][12],p[12][12],g[11][8],p[11][8],g[12][8],p[12][8]);
	Black cell_3_13(g[13][12],p[13][12],g[11][8],p[11][8],g[13][8],p[13][8]);
	Black cell_3_14(g[14][12],p[14][12],g[11][8],p[11][8],g[14][8],p[14][8]);
	Black cell_3_15(g[15][12],p[15][12],g[11][8],p[11][8],g[15][8],p[15][8]);
	Grey cell_4_8(g[8][8],p[8][8],g[7][0],g[8][0]);
	Grey cell_4_9(g[9][8],p[9][8],g[7][0],g[9][0]);
	Grey cell_4_10(g[10][8],p[10][8],g[7][0],g[10][0]);
	Grey cell_4_11(g[11][8],p[11][8],g[7][0],g[11][0]);
	Grey cell_4_12(g[12][8],p[12][8],g[7][0],g[12][0]);
	Grey cell_4_13(g[13][8],p[13][8],g[7][0],g[13][0]);
	Grey cell_4_14(g[14][8],p[14][8],g[7][0],g[14][0]);
	Grey cell_4_15(g[15][8],p[15][8],g[7][0],g[15][0]);
  assign S[0]=g[0][0]^p[1][1];
	assign S[1]=g[1][0]^p[2][2];
	assign S[2]=g[2][0]^p[3][3];
	assign S[3]=g[3][0]^p[4][4];
	assign S[4]=g[4][0]^p[5][5];
	assign S[5]=g[5][0]^p[6][6];
	assign S[6]=g[6][0]^p[7][7];
	assign S[7]=g[7][0]^p[8][8];
	assign S[8]=g[8][0]^p[9][9];
	assign S[9]=g[9][0]^p[10][10];
	assign S[10]=g[10][0]^p[11][11];
	assign S[11]=g[11][0]^p[12][12];
	assign S[12]=g[12][0]^p[13][13];
	assign S[13]=g[13][0]^p[14][14];
	assign S[14]=g[14][0]^p[15][15];
	assign S[15]=g[15][0]^p[16][16];
	assign cout=(g[15][0]&p[16][16])|g[16][16];
endmodule
==> job_summary.md <==
### Flow metrics

| Metric | Value |
|---|---|
| Tool warnings | `32` |
| Via-to-Cell Ratio | `4.107` |
| First-pass detailed-route iteration total | `3` |
| Final Wtd Congestion | `0.7736` |
| Reg power frac | `0` |
| P&R area growth vs syn | `86.77%` |
| Slowest CP cell | `clkdlybuf4s50_1` |
| Via Count | `694` |
| Final core utilization | `0.3516` |
| Routed wire length per instance | `12.20 microns` |
| Post_cts resized | `0` |
| Peak supply drop | `0.04240 mV` |
| CP top delay family | `AND-OR/OR-AND gates` |
| Die X | `80 microns` |
| Slowest stage delay, CP | `460 ps` |
| Synthesis area per yosys | `643.1 sq um` |
| Final non-filler cell total | `169` |
| Tmin final | `5404 ps` |
| Post-CTS Setup Bufs | `0` |
| Hold Crit Endpoint | `S[15]` |
| Unrepaired setup endpoints after global routing | `false` |
| Worst-path maximum fanout | `5` |
| Fill count | `354` |
| WHS Path Cells | `5` |
| Max cap viols | `0` |
| Syn Inst Count | `73` |
| Worst-Margin Slew | `253.5 ps` |
| DRC violations left | `0` |
| DP Wirelength | `1969 microns` |
| Floorplan utilization | `0.1883` |
| DR WL met2 | `1010 microns` |
| Setup TNS | `0 ps` |
| CP startpoint | `a[6]` |
| Worst hold-check path type | `in -> out` |
| Yosys cell count | `73` |
| Worst slack, placed | `960.1 ps` |
| Max Freq | `185.0 MHz` |
| Share of layout cells above drive strength 1 | `0.06504` |
| Crit path cell chain | `clkdlybuf4s50_1 > ha_1 > a21oi_2 > o211ai_2 > a211oi_4 > o21ai_4 > a211o_1 > a21oi_2 > fa_1 > inv_1 > clkdlybuf4s50_1` |
| DR iter-0 viols | `9` |
| Routed Antenna Nets | `0` |
| Synth Seq Share | `0` |
| Vias in the first global route | `729` |
| Flops | `0` |
| Met3 wire len | `147 microns` |
| Crit. End Element | `output pin` |
| Status | `complete, no violations` |
| Placed insts | `169` |
| Synth cell types | `26` |
| PortBufs | `50` |
| Syn avg cell area | `8.810 sq um` |
| Crit path kind | `in -> out` |
| Core area | `3416 sq um` |
| Cell Int Power | `80.60 uW` |
| Setup ws final | `995.7 ps` |
| # IOs | `50` |
| Worst hold start | `b[15]` |
| WP data required | `5120 ps` |
| CTS Hold Bufs | `0` |
| Fin. Hold Viols | `0` |
| Combinational share of power | `1.000` |
| Slew headroom | `0.8310` |
| First-pass GRT wire length | `3325 microns` |
| Cell Area, Synth | `643.1 sq um` |
| N_diodes | `0` |
| WP data arrival | `4120 ps` |
| Die Area | `6400 sq um` |
| DIE HEIGHT | `80 microns` |
| PwrDens | `101.6 nW/um^2` |
| Clock group share of total power | `0` |
| Most common logic cell in the routed design | `clkdlybuf4s50_1` |
| Lkg Pwr | `0.0005067 uW` |
| FF+latch area | `0 sq um` |
| Final setup violation count | `0` |
| Final period util | `0.8444` |
| Worst path depth | `11` |
| Switch share | `0.3395` |
| Met1 wire length | `903 microns` |
| Most frequent cells in the layout | `50 x clkdlybuf4s50_1, 14 x ha_1, 7 x nor2_1` |
| Startpoint types | `input pin` |
| Gr ovfl total | `0` |
| Sw Pwr | `41.43 uW` |
| Routed wire length | `2061 microns` |
| Pins Over Slew Limit | `0` |
| Highest routed layer | `met3` |
| Layout clock buffers | `0` |
| Pin count of the biggest net entering global routing | `7` |
| Initial antenna violation count | `0` |
| Row cnt | `21` |
| Total global-route track usage | `0.06106` |
| Yosys warnings | `0` |
| Critical path buffers and inverters | `3` |
-- metrics by stage --
stage	cell area, sq um	total power (uW)	hold slack, ps
after floorplan	643.1	46.88	2664
after global placement	1201	123.1	3620
after detailed placement	1201	124.4	3641
after CTS	1201	125.4	3639
after global routing	1201	135.3	3676
final	1201	122.0	3622
-- logic make-up (layout without fill, tap and decap cells) --
kind of cell             Yosys count  in the layout  synth area share
AND-OR/OR-AND                     18             18            0.2451
XOR/XNOR                           9              9            0.1226
adder cells (fa/ha/maj)           19             19            0.4280
buffers and inverters              5             55           0.02919
AND/OR/NAND/NOR                   22             22            0.1751
-- worst max path at each step --
| stage | slack (ps) | end |
|---|---|---|
| final | 1000 | S[15] |
| after global routing | 870 | S[15] |
| after CTS | 960 | S[15] |
-- cells in the mapped netlist --
library cell | number | area [sq um]
a211o_1 | 2 | 17.52
xnor2_1 | 3 | 26.28
a21oi_2 | 2 | 17.52
nand2b_1 | 1 | 6.260
nor2b_1 | 1 | 6.260
nand4_1 | 2 | 12.51
inv_1 | 5 | 18.77
nor3_1 | 1 | 5.000
a21o_1 | 2 | 15.01
xor2_1 | 6 | 52.55
nand3b_1 | 1 | 7.510
o21ai_0 | 3 | 15.01
a211oi_4 | 1 | 20.02
fa_1 | 5 | 100.1
ha_1 | 14 | 175.2
nor4_1 | 1 | 6.260
nor2_1 | 7 | 26.28
and2_4 | 1 | 8.760
o21ai_4 | 1 | 16.27
a221oi_2 | 1 | 15.01
and2_1 | 1 | 6.260
a21o_2 | 1 | 8.760
nand2_1 | 2 | 7.510
o211ai_2 | 1 | 12.51
a21oi_1 | 4 | 20.02
nand3_1 | 4 | 20.02
-- layer usage --
layer  vias to the layer above  GRT usage
met3                         0    0.01477
met1                       308    0.08038
met5                         -          0
li1                        369          -
met2                        17     0.1043
met4                         0          0
-- area by class of cell --
cell class | instances | area [sq um] | share of cell area
Inverter | 5 | 18.77 | 0.01563
Tap cell | 46 | 57.56 | 0.04792
Multi-Input combinational cell | 68 | 624.3 | 0.5198
Timing Repair Buffer | 50 | 500.5 | 0.4167
-- power by group through the flow --
| stage | combinational [uW] | sequential, uW | clock, uW |
|---|---|---|---|
| after CTS | 125 | 0 | 0 |
| after global routing | 135 | 0 | 0 |
| final | 122 | 0 | 0 |
Power and IR drop assume default switching activity.
